[design.v]
module rectangle 
    (
        output reg oData,
	input  clk,
        input  iReset,
	input  iEnable,
	input [1:0]  iDuty_cycle_type
    );
    reg [2:0] position;
    reg [7:0] waveform;
    initial begin
	position <= 0;
    end
    always @(posedge clk) begin
        case (iDuty_cycle_type)
            0: begin
    	        waveform = 8'b00000001;
            end
            1: begin
    	        waveform = 8'b00000011;
            end
            2: begin
    	        waveform = 8'b00001111;
            end
            3: begin
    	        waveform = 8'b11111100;
            end
	endcase
	if (iEnable == 0) begin
	    if (position != 0) begin
	        position <= position - 1;
	        oData <= waveform[position];
	    end
	    else begin
	        position <= 7;
	        oData <= waveform[position];
	    end
	end
	else begin
	    oData <= 0;
	end
    end
endmodule
[run.sh]
#!/bin/bash
# OpenROAD 26Q1-2900-gdf79404cd8, Yosys 0.63+post, stock flow scripts
make -C /OpenROAD-flow-scripts/flow DESIGN_CONFIG=/design/flow/config.mk WORK_HOME=/design/flow/orfs finish
[config.mk]
export PLATFORM = sky130hd
export DESIGN_NAME = rectangle
export DESIGN_NICKNAME = rectangle
export VERILOG_FILES = /design/flow/design.v
export SDC_FILE = /design/flow/constraint.sdc
export NUM_CORES = 4
export LEC_CHECK = 1
export CORE_AREA = 10 10 70 70
export DIE_AREA = 0 0 80 80
[constraint.sdc]
current_design rectangle

set clk_period 1.6
set clk_io_pct 0.2

create_clock -name clk0 -period $clk_period [get_ports {clk}]

set non_clock_inputs [all_inputs -no_clocks]
set_input_delay [expr $clk_period * $clk_io_pct] -clock clk0 $non_clock_inputs
set_output_delay [expr $clk_period * $clk_io_pct] -clock clk0 [all_outputs]
==> Slide: Implementation Results <==
Synthesis and Place & Route Summary

Clock tree
  • Post-CTS Hold Fix Bufs: 0
  • Clock buffer depth: 2
  • Worst-path clk slew: 0.03 ns
  • Root Driver: clkbuf_4
  • CTS tree: done
  • Clock latency on the worst-skew pair: 0.24 ns
  • Clock sink count: 4
  • CTS H-Tree Depth: 1
  • Post-CTS Repair Setup Buffers: 0
  • CTS buffer count: 3
  • Post-cts resize count: 0

Die
  • DIE AREA: 6400 um^2
  • Core Box Area: 3420 um^2
  • # IOs: 6
  • Die width: 80 um
  • FP Util: 0.0725
  • Chip height: 80 um
  • Standard-cell rows: 21

Final layout
  • Register Area: 110 um^2
  • Area grow syn2layout: 56.1%
  • Layout Utilization: 0.113
  • Comb gate area: 115 um^2
  • Layout fillers: ~410
  • Post-route insts no fill: 81
  • Share of cells above drive strength 1: 0.143

Routing
  • DR iter-0 viols: 3
  • DRT antenna net count: 0
  • DR vias/cell: roughly 2.3
  • Total number of vias: roughly 190
  • Antenna diode count: 0
  • Wirelength per Cell: slightly above 5 um
  • DRT Pass-1 Iters: 2
  • Routed wire length: 420 um
  • DRC viols: 0

Power and ir drop
  • P_int: around 250 uW
  • Reg power frac: 0.418
  • NetSw: 73.4 uW
  • IR drop worst, VDD: 358 uV
  • LEAKAGE: 0.000168 uW
  • Power per cell area: about 830 nW/um^2
  • Clk pwr share: 0.418
  • Comb pwr share: 0.163
  • Switching Share: 0.228

Setup path
  • Setup CP Type: in -> reg
  • Worst r2r src: position[1]
  • FF-to-FF path depth: 4
  • Crit path DAT: 1.48 ns
  • FF-to-FF setup slack: 0.43 ns
  • Critical Path Start: iDuty_cycle_type[0]
  • Worst endpoint required time: roughly 1.7 ns
  • Crit start category: input port
  • Worst reg2reg endpoint: position[2]
  • CP Max Fanout: 2
  • Worst setup EP type: flip-flop
  • Crit path to: oData

Min path
  • Tightest Hold Check Type: reg -> reg

STA
  • Relative slew slack: 0.863
  • Actual slew at the worst max-slew pin: between 0.2 and 0.25 ns
  • Cycle use final: 0.861
  • Setup tns final: 0 ns
  • Final setup viols: 0
  • Setup ws final: 0.222 ns
  • Hold slack final: 0.574 ns
  • Max Freq: about 730 MHz
  • Final Hold Viols: 0
  • Final Skew: ~0.0069 ns
  • Fin. max-slew vios: 0
  • RSZ-0062 raised after global routing: no
  • Post-layout minimum cycle time: about 1.4 ns

Place
  • Dpl ws: -0.0295 ns
  • Placed Cells: 77
  • Routability cong.: 0.780
  • Detailed placer's ending HPWL: 344 um
  • PortBufs: 4

Logic synthesis
  • Flops after synth: 4
  • Synth Warn #: 1
  • Avg Cell Area, Syn: approximately 10 um^2
  • Top cells by area: edfxtp_1 (36%), ha_1 (25%), inv_1 (9.1%)
  • Top cell area share: 0.364
  • # Cells Yosys: 25
  • Syn Inst Count: 25
  • Yosys synthesis chip area: around 250 um^2
  • Post-synth cell types: 11
  • Yosys top cell by area: edfxtp_1
  • Seq share, synth: 0.444
  • Mapped Area: roughly 250 um^2

GRT
  • Largest net degree at the start of global routing: 5
  • First-pass GRT wire length: 731 um
  • GR Overflow Total: 0
  • Global Route Usage Sum: 0.0135
  • Initial antenna violation count: 0
  • Vias in the first global route: 193

Job
  • Tool Warnings: 29
  • Max-cap violation count: 0

Status
  • Status: finished clean
area by class of cell:
type	instances	share of cell area
flip-flops and latches	4	0.285
inverters	6	0.0583
repair buffers	6	0.142
clock buffers	4	0.0680
multi-input cells	15	0.298
well taps	46	0.149
cell usage after synthesis (all sizes together):
library cell and n:
ha 5, nand2 3, dfxtp 1, inv 6, o31ai 1, nor3 1
a21oi 2, o21ai 1, a211oi 1, nand2b 1, edfxtp 3
sequential cells by signal, summed over array words and instances (netlist names):
register and count:
oData 1, position 3
placed cells by master (no fill, tap or decap):
cell type	count
nand2b_1	1
a211oi_1	1
nor3_1	1
clkbuf_1	1
clkdlybuf4s50_1	4
o21ai_1	1
clkbuf_4	3
a21oi_1	2
ha_1	5
dfxtp_1	1
edfxtp_1	3
o31ai_1	1
inv_1	6
buf_4	2
nand2_1	3
kinds of logic after synthesis:
| family | count (synthesis) | share of synthesized area |
|---|---|---|
| flops | 4 | 0.444 |
| buf+inv | 6 | 0.0909 |
| simple gates | 5 | 0.0909 |
| compound gates | 5 | 0.121 |
| fa+ha+maj | 5 | 0.253 |
worst min-delay path by stage:
stage      startpoint          end  cells past startpoint  slack [ns]
4_1_cts   position[0]  position[0]                      1        0.58
5_1_grt   position[0]  position[0]                      1        0.63
6_report  position[0]  position[0]                      1        0.57
layer usage:
metal	vias to the layer above	track usage	wire length [um]
met4	0	0.00704	0
met2	5	0.0193	165
met1	76	0.0155	218
li1	104	-	-
met5	-	0	0
met3	0	0.00795	36
power by group through the flow:
stage     clock [uW]  combinational, uW  sequential, uW
4_1_cts          144               53.7             135
5_1_grt          157               60.9             136
6_report         135               52.6             135
critical path, stage by stage:
cell             delay, ns
clkdlybuf4s50_1       0.47
inv_1                 0.06
ha_1                  0.28
o31ai_1               0.24
a211oi_1              0.11
stage by stage:
stage	total power [uW]	instance area (um^2)
6_report	322	387
5_1_grt	354	387
4_1_cts	332	387
3_5_place_dp	190	360
3_3_place_gp	188	360
2_1_floorplan	164	248
Power and IR drop assume default switching activity.
